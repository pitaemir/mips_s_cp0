<file path="design/flow/design.v">
module coprocessor0(
  input         clk, reset,
  input   [7:0] interrupts,
  input         cop0write,           
  input   [4:0] cp0_readaddress, 
  input   [4:0] cp0_writeaddress,
  input   [31:0] writecop0,          
  input   [31:0] pc,
  input         syscall,  
  input         ri,                  
  input         eret,                
  input         activeexception,
  output reg [31:0] cop0readdata,
  output        pendingexception
);
  wire [31:0] statusreg, causereg, epc, count, compare;
  wire [4:0]  exccode;
  wire        iec;  
  exceptionunit excu(
    .syscall(syscall),
    .ri(ri),
    .iec(iec),
    .interrupts(interrupts),
    .pendingexception(pendingexception),
    .exccode(exccode)
  );
  epcunit epcu(
    .clk(clk),
    .reset(reset),
    .activeexception(activeexception),
    .pc(pc),
    .epc(epc)
  );
  statusregunit srunit(
    .clk(clk),
    .reset(reset),
    .writeenable(cop0write && (cp0_writeaddress == 5'b01100)),  
    .activeexception(activeexception),
    .eret(eret),                     
    .writedata(writecop0),
    .statusreg(statusreg),
    .iec(iec)
  );
  causeregunit crunit(
    .clk(clk),
    .reset(reset),
    .activeexception(activeexception),
    .exccode(exccode),
    .causereg(causereg)
  );
  countregunit count_reg(
    .clk(clk),
    .reset(reset),
    .writeenable(cop0write && (cp0_writeaddress == 5'b01001)),  
    .writedata(writecop0),
    .count(count)
  );
  compareregunit compare_reg(
    .clk(clk),
    .reset(reset),
    .writeenable(cop0write && (cp0_writeaddress == 5'b01011)),  
    .writedata(writecop0),
    .compare(compare)
  );
  always @(cp0_readaddress or statusreg or causereg or epc or count or compare) begin
    case (cp0_readaddress)
      5'b01100: cop0readdata = statusreg;  
      5'b01101: cop0readdata = causereg;   
      5'b01110: cop0readdata = epc;        
      5'b01001: cop0readdata = count;      
      5'b01011: cop0readdata = compare;    
      default:  cop0readdata = 32'hxxxxxxxx;
    endcase
  end
endmodule
module exceptionunit(
  input        syscall,         
  input        ri,              
  input        iec,             
  input  [7:0] interrupts,      
  output reg   pendingexception,
  output reg [4:0] exccode
);
  wire interrupt = iec & (|interrupts);
  always @(*) begin
    pendingexception = interrupt | syscall | ri;
    if (interrupt)
      exccode = 5'b00001;   
    else if (syscall)
      exccode = 5'b01000;   
    else if (ri)
      exccode = 5'b01010;   
    else
      exccode = 5'b00000;   
  end
endmodule
module epcunit (
  input        clk,              
  input        reset,            
  input        activeexception,  
  input [31:0] pc,               
  output reg [31:0] epc          
);
  always @(posedge clk) begin
    if (reset)
      epc <= 32'b0;       
    else if (activeexception)
      epc <= pc;          
  end
endmodule
module statusregunit (
  input        clk,
  input        reset,
  input        writeenable,       
  input        activeexception,   
  input        eret,              
  input  [31:0] writedata,        
  output reg [31:0] statusreg,    
  output            iec           
);
  always @(posedge clk) begin
    if (reset) begin
      statusreg <= 32'b0;              
    end 
    else if (activeexception) begin
      statusreg[0] <= 1'b0;            
    end
    else if (eret) begin
      statusreg[0] <= 1'b1;            
    end
    else if (writeenable) begin
      statusreg <= writedata;          
    end
  end
  assign iec = statusreg[0];
endmodule
module causeregunit (
  input        clk,
  input        reset,
  input        activeexception,   
  input  [4:0] exccode,           
  input  [7:0] interrupts,        
  output reg [31:0] causereg
);
  always @(posedge clk) begin
    if (reset) begin
      causereg <= 32'b0;
    end
    else if (activeexception) begin
      causereg <= {27'b0, exccode, 2'b00};
    end
  end
endmodule
module countregunit (
  input        clk,
  input        reset,
  input        writeenable,    
  input  [31:0] writedata,
  output reg [31:0] count
);
  always @(posedge clk) begin
    if (reset)
      count <= 32'b0;
    else if (writeenable)
      count <= writedata;
    else
      count <= count + 1;
  end
endmodule
module compareregunit (
  input        clk,
  input        reset,
  input        writeenable,    
  input  [31:0] writedata,
  output reg [31:0] compare
);
  always @(posedge clk) begin
    if (reset)
      compare <= 32'b0;
    else if (writeenable)
      compare <= writedata;
  end
endmodule
</file>
<file path="design/flow/run.sh">
#!/bin/bash
# OpenROAD 26Q1-2900-gdf79404cd8, Yosys 0.63+post, stock flow scripts
make -C /OpenROAD-flow-scripts/flow DESIGN_CONFIG=/design/flow/config.mk WORK_HOME=/design/flow/orfs finish
</file>
<file path="design/flow/config.mk">
export PLATFORM = sky130hd
export DESIGN_NAME = coprocessor0
export DESIGN_NICKNAME = coprocessor0
export VERILOG_FILES = /design/flow/design.v
export SDC_FILE = /design/flow/constraint.sdc
export NUM_CORES = 4
export LEC_CHECK = 1
export CORE_UTILIZATION = 30
</file>
<file path="design/flow/constraint.sdc">
current_design coprocessor0

set clk_period 8.8
set clk_io_pct 0.2

create_clock -name clk0 -period $clk_period [get_ports {clk}]

set non_clock_inputs [all_inputs -no_clocks]
set_input_delay [expr $clk_period * $clk_io_pct] -clock clk0 $non_clock_inputs
set_output_delay [expr $clk_period * $clk_io_pct] -clock clk0 [all_outputs]
</file>
==> CHANGELOG.md <==
## Flow update

* Status: completed
* Met3 wire len at 1410 µm
* # Cells Yosys at 725
* Fp util at 0.310
* VDD IR max at 0.000114 V
* Post-synthesis cell type count at 45
* Yosys top cell area share at 0.430
* CP endpoint kind: output port
* Clk network pwr share at 0.491
* Top cell by count, worst path: clkdlybuf4s50_1
* Chip area at 20900 µm²
* Hold Crit Class: reg2reg
* Die X at 145 µm
* IO Pins at 122
* Comb gate area at 3280 µm²
* Ys Warns at 7
* Placed cells at 1069
* Synth async-reset ratio at 0
* Switch Pwr at 0.000338 W
* Switching Fraction at 0.236
* Core Footprint at 19700 µm²
* Total GRT Usage at 0.181
* Worst setup SP type: input pin
* Comb pwr share at 0.077
* Max Cap Viol at 0
* Setup Fix Bufs, Post-CTS at 0
* H-tree Lvls at 4
* CP delay by family, top: buffers and inverters
* Hold Buf Count CTS at 0
* Filler cells at 1898
* Yosys synthesis chip area at 6100 µm²
* Post-CTS sizing at 0
* Flop pwr share at 0.432
* DRT iter0 DRCs at 299
* Syn-to-layout area delta at 33.1%
* # rows at 51
* DRT antenna net count at 0
* Layout Skew at 0.00987 ns
* Diode count at 0
* Worst slew margin at 0.379
* Max clock buf depth at 2
* Fmax at 164 MHz
* Met2 wire length at 7590 µm
* Final WS setup at 2.72 ns
* First drt pass iteration count at 4
* DRC at 0
* Final Hold Fails at 0
* Commonest cells post-synth: nand2_1 (143), dfxtp_1 (131), nor2_1 (103)
* Pwr dens at 176 nW/µm²
* Count of tool warnings at 25
* Post-DP HPWL at 12600 µm
* CTS tree: yes
* Clk ins delay skew pair at 0.42 ns
* Max stage delay on crit path at 0.76 ns
* Initial antenna violation count at 0
* Critical R2R Launch: count_reg.count[0]
* Leakage at 2.88 nW
* Top Metal Used: met4
* Worst EP required at 7.04 ns
* Largest net degree at the start of global routing at 71
* Finished Core Util at 0.412
* WL per Instance at 16.5 µm
* Final WL at 18200 µm
* Top cells by area: dfxtp_1 (43%), mux2i_1 (10%), nand2_1 (8.8%), nor2_1 (6.3%), a21oi_1 (5.5%)
* Synthesized cell area at 6100 µm²
* TritonCTS buffer count at 17
* CTS sink cnt at 131
* Worst Path Arrival at 4.32 ns
* Setup_tns at 0 ns
* IO Port Bufs at 121
* Clk root buf: clkbuf_16
* Slowest cell on the critical path: nor4bb_1
* Mapped Cells at 725
* Hold path start: compare_reg.compare[18]
* Most instantiated library cell after synthesis: nand2_1
* P_int at 0.00109 W
* Synth area leader: dfxtp_1
* Period utilisation layout at 0.691
* Wire length on met1 at 9000 µm
* PnR Total Power at 0.00143 W
* Seq share, synth at 0.430
* Worst setup path start: cp0_readaddress[0]
* Register Area at 2620 µm²
* Buf/Inv on CP at 3
* Share of post-route cells with drive strength above 1 at 0.0766
* Routed via count at 5404
* Clk pin slew, worst setup/hold paths at 0.06 ns
* Primary FF master, synth: dfxtp_1
* Vias per inst at 4.91
* Tmin final at 6.08 ns
* Vias in the first global route at 5096
* Slew Limit Fails at 0
* First-pass GRT wire length at 28300 µm
* Pre-CTS setup slack at 2.77 ns
* Worst-path cell chain: clkdlybuf4s50_1 > nor4bb_1 > nor3_2 > buf_4 > a221o_1 > clkdlybuf4s50_1
* Post-synth EDFFs at 0
* Grt ovf at 0
* Ys flops at 131
* Final setup violating endpoints at 0
* Critical path fanouts, max at 22
* RSZ-0062 raised after global routing: no
* Final GP Congestion at 0.880
* Finished Layout Cells at 1101
* Synthesized area per cell at 8.42 µm²
* Height of the die at 145 µm
* Tightest Pin Transition at 0.919 ns
* CP Class: in2out
power by group through the flow:
| stage | sequential [W] | combinational [W] | clock (W) |
|---|---|---|---|
| 4_1_cts | 0.000619 | 0.000111 | 0.000713 |
| 5_1_grt | 0.000621 | 0.000120 | 0.000740 |
| 6_report | 0.000619 | 0.000110 | 0.000704 |
layer usage:
layer	track usage	vias to the layer above
met2	0.254	148
li1	-	2750
met3	0.0425	12
met5	0	-
met4	0.0211	0
met1	0.293	2494
per-stage QoR:
| step | hold WS, ns | cell area (µm²) |
|---|---|---|
| after global placement | 0.441 | 7530 |
| after floorplan | 0.436 | 6100 |
| after global routing | 0.467 | 8120 |
| after CTS | 0.455 | 8120 |
| final | 0.454 | 8120 |
| after detailed placement | 0.446 | 7530 |
worst reg2reg max path, cell delays in order (launching register included):
cell and delay [ns]:
dfxtp_1 0.42, ha_1 0.21, nand3_1 0.22, nor4_4 0.55, nand4_1 0.19, xor2_1 0.18
a211oi_1 0.22
final timing paths:
check             depth (start not counted)                       to  slack (ns)
hold reg to reg                           2  compare_reg.compare[18]        0.45
hold / removal                            2  compare_reg.compare[18]        0.45
setup / recovery                          6         cop0readdata[21]        2.72
setup reg to reg                          6      count_reg.count[26]        6.72
cells by family after synthesis:
family          share of synthesized area
simple gates                        0.234
compound gates                      0.156
flops                               0.430
mux                                 0.102
xor+xnor                           0.0402
buf+inv                            0.0365
fa+ha+maj                         0.00205
final cells by class:
cell class / instances / area share
Clock buffer: 18 / 0.0541
Multi-Input combinational cell: 538 / 0.403
Clock inverter: 14 / 0.0193
Sequential cell: 131 / 0.323
Inverter: 2 / 0.000924
Tap cell: 265 / 0.0408
Timing Repair Buffer: 133 / 0.159
cell usage in the layout, fill, tap and decap left out, drive strengths merged, types with 2 or more instances in the layout:
cell type,count
a211oi,26
a21oi,67
a221o,29
a22o,3
a22oi,3
a31oi,4
a32oi,3
and4,4
buf,15
bufinv,2
clkbuf,18
clkdlybuf4s50,118
clkinv,6
clkinvlp,4
dfxtp,131
inv,4
mux2i,61
nand2,143
nand2b,3
nand3,12
nand3b,3
nand4,12
nor2,103
nor3,8
nor3b,2
nor4,6
or3,3
or4,2
or4b,2
xnor2,13
xor2,15
Power and IR drop assume default switching activity.
